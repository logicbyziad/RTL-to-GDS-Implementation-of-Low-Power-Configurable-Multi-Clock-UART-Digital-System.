File: flow/run.sh
#!/bin/bash
# OpenROAD 26Q1-2900-gdf79404cd8, Yosys 0.63+post, stock flow scripts
make -C /OpenROAD-flow-scripts/flow DESIGN_CONFIG=/design/flow/config.mk WORK_HOME=/design/flow/orfs finish
File: flow/config.mk
export PLATFORM = sky130hd
export DESIGN_NAME = BIT_SYNC
export DESIGN_NICKNAME = BIT_SYNC
export VERILOG_FILES = /design/flow/design.v
export SDC_FILE = /design/flow/constraint.sdc
export NUM_CORES = 4
export LEC_CHECK = 1
export CORE_AREA = 10 10 88 88
export DIE_AREA = 0 0 98 98
File: flow/constraint.sdc
current_design BIT_SYNC

set clk_period 1.0
set clk_io_pct 0.2

create_clock -name clk0 -period $clk_period [get_ports {CLK}]

set non_clock_inputs [all_inputs -no_clocks]
set_input_delay [expr $clk_period * $clk_io_pct] -clock clk0 $non_clock_inputs
set_output_delay [expr $clk_period * $clk_io_pct] -clock clk0 [all_outputs]
File: flow/design.v
module BIT_SYNC#(parameter NUM_STAGES = 3,  parameter BUS_WIDTH = 8)(
	input	wire	[BUS_WIDTH - 1:0]	ASYNC,
	input	wire						RST,
	input	wire						CLK,
	output	reg		[BUS_WIDTH - 1:0]	SYNC
);
reg		[NUM_STAGES - 1: 0]		data_FF		[BUS_WIDTH - 1:0];
reg		[NUM_STAGES - 2: 0]		count;		 
reg		[BUS_WIDTH - 1: 0]		n;			 
always@(posedge CLK or negedge RST)
begin
	if(!RST)
	 begin
		SYNC    <= 'b0;
		count	<= 'b0;
		for (n = 0; n < BUS_WIDTH; n = n + 1)		 
		 begin
            data_FF[n] <= 'b0;
		 end
	 end
	else if(BUS_WIDTH == 'b1)			 
	 begin
		data_FF[NUM_STAGES-1] <= ASYNC;
		for(count = NUM_STAGES - 1; count > 0; count = count - 1)
		 begin
			data_FF[count-1] <= data_FF[count]; 
		 end
		SYNC <= data_FF[0] ;
	 end
	else								 
	 begin
		for(n = 0; n < BUS_WIDTH; n = n + 1)
		 begin
			data_FF[n][NUM_STAGES-1] <= ASYNC[n];
			for(count = NUM_STAGES - 1; count > 0; count = count - 1)
			begin
				data_FF[n][count-1] <= data_FF[n][count]; 
			end 
			SYNC[n] <= data_FF[n][0];
		 end
	 end
end
endmodule
==> out/summary.txt <==
Synth cell types: 1
Vias in the first global route: 362
Peak VDD IR: 647.5 uV
Hold buffers post-CTS: 0
Internal: 0.002144 W
Status: finished clean
Max-cap viol count: 0
Crit Path Class: flop to output pin
Overflow after GRT: 0
Syn Area/Cell: 25.02 um^2
Number of logged tool warnings: 26
Crit path DAT: 0.75 ns
Seq pwr share: 52.4%
Port buffer count: 17
Clk slew on worst S/H paths: 0.06 ns
Synth Seq Share: 100.0%
DRC violations left: 0
FMAX: 1.048 GHz
YS chip area: 800.8 um^2
Worst slew margin: 88.93%
First-pass GRT wire length: 1945 um
Post-route setup TNS: 0 ns
Final Hold Vio Count: 0
Async set-reset flop share out of synthesis: 100.0%
Core Region: 5921 um^2
Post-synth EDFFs: 0
Slowest CP cell: dfrtp_1
Initial antenna violation count: 0
Count leader, synth: dfrtp_1
Final min period: 0.9545 ns
Crit path buf inv count: 1
# Cells Yosys: 32
Synthesized cell area: 800.8 um^2
Final Cycle Share: 95.45%
Clk sinks: 32
Critical path's top delay family: flip-flops
Worst setup EP type: output pin
H-tree Lvls: 2
Routed vias: 313
Area leader share: 100.0%
Worst-Skew Late Latency: 0.27 ns
Chip width: 98 um
Worst hold slack: 0.2936 ns
Top post-synthesis cells by area: dfrtp_1 (100%)
Net switching power: 0.0004786 W
Most instantiated cells after synthesis: dfrtp_1 (32)
CP Cell Sequence: buf_2
Slew Limit Fails: 0
Fraction of layout cells with a size suffix above 1: 29.31%
Root buf cell: clkbuf_8
I/O pins: 18
Switching Share: 18.25%
Flops & latches, synth: 32
TritonCTS clock tree: yes
Vias per inst: 2.353
Leak pwr: 0.5031 nW
First-pass iteration count of the detailed router: 3
Die H: 98 um
Synth Warn #: 2
Most common reg cell: dfrtp_1
Setup violators final: 0
Actual slew at the worst max-slew pin: 0.1660 ns
Area Overhead vs Synth: 44.38%
Chip area: 9604 um^2
Routed Antenna Nets: 0
Clock Power Share: 44.4%
Logic area: 0 um^2
CP max FO: 1
1st-iter DRT viols: 6
Fp util: 13.52%
CP max stage delay: 0.37 ns
GR Util All Layers: 2.512%
CTS buffer count: 5
Largest net degree at the start of global routing: 33
Num rows: 28
Final estimated routing congestion in global placement: 0.6518
Setup crit start kind: flop
Routed Wire Length: 1138 um
Post-synth top area cell: dfrtp_1
WL per Instance: 8.556 um
Logic Gate Count: 0
Worst Hold Class: input pin to asynchronous set/reset pin
RSZ-0062 raised after global routing: true
N_diodes: 0
Required @ worst endpoint: 0.80 ns
Layout Skew: 0.003565 ns
Power per cell area: 2268 nW/um^2
Combinational fraction of design power: 3.2%
Post-Synthesis Cells: 32
CTS Buffer Depth: 2
[final timing paths]
path / cells after the start / to / slack (ns) / startpoint
max: 1 / SYNC[0] / 0.05 / SYNC[0]$_DFF_PN0_
min: 2 / SYNC[5]$_DFF_PN0_ / 0.29 / RST
max reg2reg: 0 / data_FF[4][0]$_DFF_PN0_ / 0.52 / data_FF[4][1]$_DFF_PN0_
min reg2reg: 0 / data_FF[5][1]$_DFF_PN0_ / 0.34 / data_FF[5][2]$_DFF_PN0_
max in group asynchronous: 2 / data_FF[5][2]$_DFF_PN0_ / 0.54 / RST
min in group clk0: 0 / data_FF[5][1]$_DFF_PN0_ / 0.34 / data_FF[5][2]$_DFF_PN0_
[registers in the layout, indices dropped and copies added, names as in the netlist]
name and cells:
SYNC 8, data_FF 24
[placed cells by master (no fill, tap or decap)]
master / Yosys / layout
dfrtp_1: 32 / 32
clkdlybuf4s50_1: 0 / 9
buf_2: 0 / 8
clkinvlp_4: 0 / 1
buf_12: 0 / 1
clkinv_2: 0 / 1
clkbuf_8: 0 / 5
bufinv_16: 0 / 1
[power groups by stage]
stage	Combinational [W]	Clock [W]	Sequential [W]
after CTS	0.0000862	0.00120	0.00138
after global routing	0.0000941	0.00128	0.00138
final	0.0000828	0.00117	0.00137
[repair_timing]
action                     4_1_cts  5_1_grt
gates cloned                     0        0
setup endpoints to repair        8        1
resized                         25        0
buffers inserted                 0        0
[stage by stage]
stage | instance area [um^2] | total power (W) | std cells | util (%) | setup slack (ns)
2_1_floorplan | 800.8 | 0.001391 | 32 | - | 0.4879
3_5_place_dp | 1085 | 0.001502 | 125 | 18.32 | 0.01304
6_report | 1156 | 0.002623 | 133 | 19.53 | 0.04549
5_1_grt | 1156 | 0.002758 | 133 | 19.53 | -0.007390
4_1_cts | 1156 | 0.002661 | 133 | 19.53 | 0.02976
3_3_place_gp | 1085 | 0.001494 | 125 | 18.32 | 0.01725
[layout make-up]
class | instances | area, um^2
fillers | 622 | 4765
well taps | 75 | 93.84
clock inverters | 3 | 42.54
flip-flops and latches | 32 | 800.8
clock buffers | 5 | 68.82
repair buffers | 18 | 150.1
[routing by layer]
metal	GRT usage, %	routed length, um	vias up
li1	-	-	146
met5	0	0	-
met1	3.889	631	138
met4	0.6711	36	0
met2	2.081	273	23
met3	2.418	196	6
[cell families after synthesis]
| kind of cell | after synthesis | share of synthesized area [%] |
|---|---|---|
| flip-flops | 32 | 100.0 |
Power is estimated from default activity; no workload was simulated.
